$ cat flow/design.v
module Multiplexer2to1
#(
	parameter NBits=32
)
(
	input Selector,
	input [NBits-1:0] MUX_Data0,
	input [NBits-1:0] MUX_Data1,
	output reg [NBits-1:0] MUX_Output
);
	always@(Selector,MUX_Data1,MUX_Data0) begin
		if(Selector)
			MUX_Output = MUX_Data1;
		else
			MUX_Output = MUX_Data0;
	end
endmodule
$ cat flow/run.sh
#!/bin/bash
# OpenROAD 26Q1-2900-gdf79404cd8, Yosys 0.63+post, stock flow scripts
make -C /OpenROAD-flow-scripts/flow DESIGN_CONFIG=/design/flow/config.mk WORK_HOME=/design/flow/orfs finish
$ cat flow/config.mk
export PLATFORM = sky130hd
export DESIGN_NAME = Multiplexer2to1
export DESIGN_NICKNAME = Multiplexer2to1
export VERILOG_FILES = /design/flow/design.v
export SDC_FILE = /design/flow/constraint.sdc
export NUM_CORES = 4
export LEC_CHECK = 1
export CORE_AREA = 10 10 70 70
export DIE_AREA = 0 0 80 80
$ cat flow/constraint.sdc
current_design Multiplexer2to1

set clk_period 1.0
set clk_io_pct 0.2

create_clock -name clk0 -period $clk_period

set non_clock_inputs [all_inputs -no_clocks]
set_input_delay [expr $clk_period * $clk_io_pct] -clock clk0 $non_clock_inputs
set_output_delay [expr $clk_period * $clk_io_pct] -clock clk0 [all_outputs]
==> flow_summary.toml <==
# generated from flow reports
[worst_hold_path]
holdCritPathClass = "in -> out"

[timing]
rsz0062_at_grt = "true"
relSlewSlack = 0.959
finalSetupViolCount = 32
final_hold_viol_count = 0
final.min_clock_period_ns = 1.18
tightest_slew_ns = 0.0611
tns_ns = -5.03
finalMaxSlewViolations = 0
fin_hold_ws_ns = 0.694
fmax_ghz = 0.851
fin_ws_ns = -0.175
period_used_share = 1.18

[worst_setup_path]
start_kind = "primary input"
cpPeakStageDelay_ns = 0.30
crit_top_cell = "buf_12"
crit_type = "in -> out"
worst_setup_path_end_kind = "output port"
crit_start = "Selector"
crit_required_ns = 0.80
crit_arrival_ns = 0.98
path_cells = "buf_12, buf_12, buf_8, mux2_4, buf_6"
endpoint = "MUX_Output[31]"
critPathMaxFanout = 7
critPathSlowestCell = "mux2_4"

[pwr]
combPwrFrac = 1.000
p_int_mw = 0.519
swShare = 0.213
peakVddDrop_mv = 0.173
finalPower_mw = 0.660
p_leak_nw = 0.990
clkPwrFrac = 0
p_sw_mw = 0.141
p_seq_frac = 0
powerDensity_nw_per_um2 = 389

[floorplan]
io-pin-count = 97
rows = 21
chip_area_um2 = 6400
die_x_um = 80
fp_util = 0.159
core_um2 = 3420
fp.dieH_um = 80

[yosys]
syn-cell-area_um2 = 544
synthCells = 36
seq_area_frac_synth = 0
yosysWarnings = 1
ys_types = 4
synth_area_per_cell_um2 = 15.1
synth_chip_area_um2 = 544
synth_stat.cells = 36

[final_layout]
syn_to_final_growth_pct = 212
flop_area_um2 = 0
drive_gt1_frac = 0.562
seq_cells = 0
fin_area_um2 = 1700
fill_cells = 327
nClkBuffers = 0

[place]
postPlaceCellArea_um2 = 1540
place.gp.congestion = 0.760
pre_cts_ws_ns = -0.497
port_buffers = 97
place_hpwl_mm = 2.40

[flow_run]
openroad.warnings = 34
max-cap-violations = 0

[route]
post_drt_wl_per_cell_um = 14.8
drtAntennaViolNets = 0
first_pass_iters = 2
n_antenna_cell = 0
wl_mm = 2.85
vias_per_cell = 3.80
first_iter_violations = 4
remaining_drc_errors = 0
vias = 730

[clock_tree]
cts_hold_buf = 0

[status]
status = "finished, violations left"
violations = "negative setup slack"

[global_route]
first_global_vias = 824
grt_max_degree = 8
grt_antenna_before_repair = 0
grt_pass1_wl_mm = 4.15
grt_overflow_total = 0
track_usage = 0.0787
-- synth_stat cells --
library cell | number | share of area
mux2_4 | 30 | 0.83
buf_6 | 1 | 0.021
mux2_2 | 2 | 0.041
buf_12 | 3 | 0.11
-- what timing repair did --
item                                    4_1_cts  5_1_grt
setup buffers                                14        0
endpoints found under the setup margin       32       32
resized                                     170       23
hold endpoints to repair                      0        0
cloned                                        1        0
-- cell usage in the layout (no fill, tap or decap) --
cell,Yosys,layout
dlygate4sd2_1,0,40
mux2_4,30,32
buf_6,1,29
dlymetal6s2s_1,0,14
buf_2,0,12
clkdlybuf4s50_1,0,10
buf_12,3,3
buf_8,0,3
buf_4,0,2
buf_16,0,1
-- through the flow --
| stage | util | std cells |
|---|---|---|
| after global routing | 0.497 | 192 |
| after detailed placement | 0.450 | 177 |
| final | 0.497 | 192 |
| after CTS | 0.470 | 192 |
| after floorplan | - | 36 |
| after global placement | 0.450 | 177 |
-- layer usage --
layer | vias to the layer above | track usage | part of all wire
met5 | - | 0 | 0
met4 | 0 | 0 | 0
li1 | 362 | - | -
met1 | 317 | 0.0897 | 0.40
met2 | 51 | 0.143 | 0.49
met3 | 0 | 0.0307 | 0.11
-- power by group through the flow --
| stage | registers [mW] | logic (mW) | clock network (mW) |
|---|---|---|---|
| after global routing | 0 | 0.706 | 0 |
| final | 0 | 0.660 | 0 |
| after CTS | 0 | 0.644 | 0 |
-- worst max-delay path, delay by kind of cell --
| kind | cells | cell delay, ns |
|---|---|---|
| multiplexers | 1 | 0.30 |
| buffers and inverters | 4 | 0.47 |
-- how the worst min path moves through the flow --
| stage | startpoint | cells after the start | endpoint | slack [ns] |
|---|---|---|---|---|
| final | MUX_Data0[24] | 3 | MUX_Output[24] | 0.69 |
| after global routing | MUX_Data0[27] | 3 | MUX_Output[27] | 0.71 |
| after CTS | MUX_Data0[30] | 3 | MUX_Output[30] | 0.80 |
-- cell families (layout without fill, tap and decap cells) --
kind of cell / after synthesis / after routing / synth area share
buf+inv: 4 / 114 / 0.131
mux: 32 / 32 / 0.869
-- layout make-up --
type / count / area [um^2] / share of cell area
multi-input combinational: 32 / 480 / 0.283
tap: 46 / 57.6 / 0.0339
timing repair buffer: 114 / 1160 / 0.683
Power figures rest on the tool's default switching activity, not on a simulated workload.
